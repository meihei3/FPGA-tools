--- run.sh ---
#!/bin/bash
# OpenROAD 26Q1-2900-gdf79404cd8, Yosys 0.63+post, stock flow scripts
make -C /OpenROAD-flow-scripts/flow DESIGN_CONFIG=/design/flow/config.mk WORK_HOME=/design/flow/orfs finish
--- config.mk ---
export PLATFORM = sky130hd
export DESIGN_NAME = d2col
export DESIGN_NICKNAME = d2col
export VERILOG_FILES = /design/flow/design.v
export SDC_FILE = /design/flow/constraint.sdc
export NUM_CORES = 4
export LEC_CHECK = 1
export CORE_AREA = 10 10 70 70
export DIE_AREA = 0 0 80 80
--- constraint.sdc ---
current_design d2col

set clk_period 1.0
set clk_io_pct 0.2

create_clock -name clk0 -period $clk_period

set non_clock_inputs [all_inputs -no_clocks]
set_input_delay [expr $clk_period * $clk_io_pct] -clock clk0 $non_clock_inputs
set_output_delay [expr $clk_period * $clk_io_pct] -clock clk0 [all_outputs]
--- design.v ---
module d2col(d_in, col);
    input [11:0] d_in;
    output [23:0] col;
    function [7:0] d2c;
        input [3:0] d;
        if (d <= 4'd0)
            d2c = 8'h00;
        else if (d <= 4'd1)
            d2c = 8'h40;
        else if (d <= 4'd3)
            d2c = 8'h80;
        else if (d <= 4'd7)
            d2c = 8'hc0;
        else
            d2c = 8'hff;
    endfunction
    assign col = {d2c(d_in[11:08]), d2c(d_in[07:04]), d2c(d_in[03:00])};
endmodule
==> flow_metrics.tcl <==
# implementation run metrics
set metrics [dict create \
    max_slew.worst_pin.slew_ns 0.110 \
    io_pins 36 \
    ys_warn_count 1 \
    finalWeightedCongestion 0.602 \
    yosysChipArea_sq_um 180 \
    max_freq_mhz 1030 \
    irDropWorstVdd_mv 0.0942 \
    fill_cells 420 \
    fin_util_pct 13.8 \
    postCtsHoldBufs 0 \
    p_int_uw 99.1 \
    hpwl_um 851 \
    status "finished, final reports clean" \
    nClkBuffers 0 \
    first_iter_violations 1 \
    area_leaders "buf_4 63%, or3_1 10%, o21ai_0 8.3%, clkbuf_1 6.3%, inv_1 6.3%" \
    seqPwrFrac_pct 0 \
    flops 0 \
    drt-pass1-iter-count 2 \
    max_slew_margin_pct 92.6 \
    coreArea_sq_mm 0.00342 \
    tool_warnings 32 \
    viasPerCell 2.48 \
    cp-start-kind "primary input" \
    min_period_over_period_pct 97.0 \
    cp.arrival_ns 0.77 \
    fp-utilization_pct 5.27 \
    clockPowerShare_pct 0 \
    wirelength_um 902 \
    finalSetupViolCount 0 \
    antenna_cells 0 \
    switchingPower_uw 34.7 \
    std_cell_rows 21 \
    hold_start "d_in[5]" \
    avgSynthCellArea_sq_um 6.01 \
    cp_max_fo 2 \
    antenna_found_initial 0 \
    grt_start_max_net_pins 7 \
    grt_util_all_layers_pct 2.54 \
    flop_area_sq_um 0 \
    grt.overflow.total 0 \
    dieArea_sq_mm 0.00640 \
    drtAntennaViolNets 0 \
    path_class "in -> out" \
    cp.required_ns 0.80 \
    syn2layout_area_growth_pct 161 \
    hold_path_end "col[14]" \
    maxCapViolations 0 \
    fin_crit_ns 0.970 \
    drc_errors 0 \
    drive_above_1_share_pct 40.7 \
    holdPathStages 3 \
    pwr-share-comb_pct 100.0 \
    yosysTopAreaCell "buf_4" \
    rsz0062_at_grt "no" \
    p_leak_uw 0.000236 \
    cp-end-kind "output port" \
    die_width_um 80 \
    portBuffers 36 \
    swShare_pct 25.9 \
    power.density_mw_per_mm2 284 \
    dr_total_vias 248 \
    synth_cells 30 \
    yosysUniqueCellTypes 6 \
    combGateArea_sq_um 47.5 \
    grt_pass1_vias 282 \
    postSynthSeqShare_pct 0 \
    synth_top_area_share_pct 62.5 \
    finalHoldViolCount 0 \
    setup_tns_ns 0 \
    die_y_um 80 \
    syn_area_sq_um 180 \
    hp-class "in -> out" \
    grt_pass1_wl_um 1360 \
    post_drt_wl_per_cell_um 9.02 \
    slew_violations 0 \
    yosys_cells 30 \
]
==> metal layers <==
layer | vias up | GRT usage [%] | share of wire, %
li1 | 124 | - | -
met1 | 111 | 2.64 | 32
met2 | 13 | 4.82 | 56
met3 | 0 | 1.14 | 12
met4 | 0 | 0 | 0
met5 | - | 0 | 0
==> worst max-delay path, stage by stage <==
cell and delay (ns):
buf_6 0.09, or3_1 0.35, buf_2 0.13
==> how the worst max path moves through the flow <==
stage                    start  endpoint  slack (ns)  depth (start not counted)
after CTS              d_in[1]    col[7]       0.002                          3
final                 d_in[11]   col[23]        0.03                          3
after global routing   d_in[2]    col[7]       0.004                          3
==> what timing repair did <==
action	4_1_cts	5_1_grt
gates resized	80	5
endpoints found under the setup margin	24	4
gates cloned	0	0
setup buffers	2	0
pin swaps	6	4
==> cell usage after synthesis (all sizes together) <==
master / number
clkbuf: 3
o21ai: 3
inv: 3
or3: 3
nor2: 3
buf: 15
==> power groups by stage <==
stage / Clock, uW / Sequential (uW) / Combinational [uW]
after CTS: 0 / 0 / 138
after global routing: 0 / 0 / 150
final: 0 / 0 / 134
==> through the flow <==
stage	area, sq um	hold slack [ns]	instances	setup slack, ns	total power, uW
finish	470	0.615	100	0.0305	134
global route	470	0.628	100	0.00382	150
CTS	473	0.641	101	0.00171	138
detailed placement	512	1.32	99	-0.661	172
global placement	512	1.31	99	-0.644	171
floorplan	180	0.426	30	0.282	50.9
==> layout by cell type, fill, tap and decap left out <==
master         count
buf_8              1
buf_4              2
nor2_2             1
nor2_1             2
inv_1              3
dlygate4sd2_1     21
buf_2              8
clkbuf_2           2
or3_1              3
o21ai_1            3
buf_6              8
==> cell type report <==
type	instances	share of cell area, %
timing repair buffer	42	75.3
tap	46	12.2
multi-input combinational	9	10.1
inverter	3	2.39
==> cell families after synthesis <==
group / count (synthesis) / share of synthesized area, %
AOI/OAI and AO/OA: 3 / 8.33
and+or+nand+nor: 6 / 16.7
buffers and inverters: 21 / 75.0
Power is estimated from default activity; no workload was simulated.
