==> flow/design.v <==
module gen_sclk(clk0, clk1);
    input clk0;
    output clk1;
    reg clk1 = 1;
    reg[32:0] counter = 0;
    always @ (posedge clk0) begin
        if (counter == 25_000_000) begin
            counter <= 0;
            clk1 <= ~clk1;
        end else begin
            counter <= counter + 1;
        end
    end
endmodule
==> flow/run.sh <==
#!/bin/bash
# OpenROAD 26Q1-2900-gdf79404cd8, Yosys 0.63+post, stock flow scripts
make -C /OpenROAD-flow-scripts/flow DESIGN_CONFIG=/design/flow/config.mk WORK_HOME=/design/flow/orfs finish
==> flow/config.mk <==
export PLATFORM = sky130hd
export DESIGN_NAME = gen_sclk
export DESIGN_NICKNAME = gen_sclk
export VERILOG_FILES = /design/flow/design.v
export SDC_FILE = /design/flow/constraint.sdc
export NUM_CORES = 4
export LEC_CHECK = 1
export CORE_AREA = 10 10 109 109
export DIE_AREA = 0 0 119 119
==> flow/constraint.sdc <==
current_design gen_sclk

set clk_period 4.8
set clk_io_pct 0.2

create_clock -name clk0 -period $clk_period [get_ports {clk0}]

set non_clock_inputs [all_inputs -no_clocks]
set_input_delay [expr $clk_period * $clk_io_pct] -clock clk0 $non_clock_inputs
set_output_delay [expr $clk_period * $clk_io_pct] -clock clk0 [all_outputs]
==> flow_summary.ini <==
; flow metrics
[route]
remaining_drc_errors = 0
viasPerCell = 3.747
num_vias = 1098
dr.first_iter.drc_count = 50
final_antenna_net_count = 0
wl_um = 2717
wire_per_inst_um = 9.273
antenna_cells = 0
dr.pass1.iters = 4

[global_routing]
grt_start_max_net_pins = 14
grt_util_all_layers_pct = 3.917
overflow = 0
antenna_found_initial = 0
grt_pass1_wl_um = 4823
grt_pass1_vias = 1047

[timing]
rsz0062_at_grt = no
fin_worst_skew_ps = 2.292
finalSetupViolations = 0
period_minus_slack_ps = 2232
setup_tns_ps = 0
slew_violations = 0
worstMarginPinSlew_ps = 839.6
relSlewSlack_pct = 43.82
max_freq_mhz = 448.1
hold_violations = 0
final.period_utilization_pct = 46.49

[die]
dieArea_mm2 = 0.01416
die_h_um = 119
initCoreUtil_pct = 15.33
rows = 36
die_w_um = 119
io_pins = 2
core_area_mm2 = 0.009639

[finish]
layout-drive-gt1-share_pct = 7.500
syn2layout_area_growth_pct = 20.75

[setup_path]
cp_max_fo = 13
reg2reg_slack_ps = 2570
r2r_end = clk1
crit_path_start_kind = register
worstPathArrival_ps = 2150
required_ps = 4720
end_kind = register
crit_type = register to register
ff2ff_path_depth = 5
r2r-start = counter[0]

[clocking]
cts_buffers = 5
cts.repair.resized = 0
cts.sinks = 34
path_clk_slew_ps = 70
cts_tree = done
post_cts_buffers = 0
ctsRootBufferMaster = clkbuf_8
ctsHtreeMaxLevel = 2
clock_latency_ps = 290
ctsHoldBuffers = 0
cts_buffer_depth = 2

[min_path]
hold_start = counter[22]
hold_depth = 1
hold-path-endpoint = counter[22]
hp-class = register to register

[power]
p_switching_uw = 106.6
power_leakage_nw = 0.5651
swShare_pct = 17.45
ir_drop_uv = 165.4
p_clk_share_pct = 53.7
combPwrFrac_pct = 0
total_power_uw = 611.2
seq_power_share_pct = 46.3
internal-power_uw = 504.6
p_per_area_mw_per_mm2 = 342.6

[run]
max_cap_viol_count = 0
warnings = 26

[yosys]
synth_top_area_share_pct = 44.71
yosys-top-cells-area = dfxtp_1, xnor2_1, nand4_1
synth_area_leader_cell = dfxtp_1
yosysWarnings = 1
yosys.stat.seqShare_pct = 46.74
ys_area_mm2 = 0.001478
avgSynthCellArea_um2 = 9.595
synth_area_mm2 = 0.001478
ys_ff = 34
netlist_instances = 154
synthDistinctLibCells = 28
yosys_cells = 154

[place]
gp_congestion = 0.7946
io_buffer_count = 1
hpwl_um = 1858

[status]
status = complete, no violations
critical path: stages (launching register included):
cell and delay, ps:
dfxtp_1 340, inv_1 70, ha_1 140, nor4b_1 380, nand4_1 230, nor2_1 700
power groups by stage:
stage,clock (mW),sequential [mW],combinational (mW)
finish,0.328,0.283,0.000000216
global route,0.345,0.283,0.000000216
CTS,0.333,0.283,0.000000216
synthesized netlist by cell type:
master,instances
dfxtp_1,33
xnor2_1,20
nor2_1,15
nand4_1,12
nand3_1,9
nand2_1,8
o21ai_0,6
and3_1,5
and4_1,5
inv_1,5
nor4_1,5
xor2_1,5
a21oi_1,3
mux2i_1,3
or3_1,3
clkbuf_1,2
ha_1,2
nor3_1,2
nor4b_1,2
and2_1,1
and4b_1,1
clkbuf_2,1
edfxtp_1,1
nand4_4,1
nor2b_1,1
nor3_2,1
nor4_2,1
or4_4,1
metrics by stage:
step	utilization [%]	setup WS (ps)	instance area, um2	std cells	hold slack, ps
5_1_grt	18.51	2427	1784	293	501.9
4_1_cts	18.51	2646	1784	293	451.8
6_report	18.51	2568	1784	293	448.5
3_5_place_dp	17.03	2647	1642	285	442.2
3_3_place_gp	17.03	2662	1642	285	438.3
2_1_floorplan	-	2926	1478	154	422.7
worst max path at each step:
stage	from	to	slack, ps	cells after the start
final	counter[0]	clk1	2570	5
after global routing	counter[0]	clk1	2430	5
after CTS	counter[0]	clk1	2650	5
cell families after synthesis:
family	after synthesis	share of synthesized area, %
buffers and inverters	8	2.117
flip-flops	34	46.74
multiplexers	3	2.032
adder cells (fa/ha/maj)	2	1.693
AND-OR/OR-AND	9	3.048
AND/OR/NAND/NOR	73	29.55
XOR/XNOR	25	14.82
placed cells by master, fill, tap and decap left out, drive strengths merged, types with 2 or more instances in the layout:
cell type / Yosys / final
ha: 2 / 2
nor3: 3 / 3
mux2i: 3 / 3
or3: 3 / 3
o21ai: 6 / 6
nand2: 8 / 8
nand3: 9 / 9
dfxtp: 33 / 33
nor2: 15 / 15
xnor2: 20 / 20
nand4: 13 / 13
and3: 5 / 5
nor4: 6 / 6
nor4b: 2 / 2
clkbuf: 3 / 6
inv: 5 / 5
a21oi: 3 / 3
and4: 5 / 5
xor2: 5 / 5
bufinv: 0 / 2
registers in the layout, indices dropped and copies added, names as in the netlist:
name     flops
clk1         1
counter     33
layout make-up:
class / count / area, um2
clock buffer: 6 / 82.58
fill: 1073 / 7855
sequential: 34 / 690.7
clock inverter: 2 / 60.06
timing repair buffer: 1 / 10.01
inverter: 5 / 18.77
multi-input combinational: 112 / 755.7
tap: 133 / 166.4
metal layers:
metal / up-vias / GRT usage [%] / wire (um)
met1: 516 / 5.630 / 1325
met2: 20 / 5.705 / 1180
met4: 0 / 0.9160 / 74
met5: - / 0 / 0
met3: 6 / 1.103 / 136
li1: 556 / - / -
Power figures rest on the tool's default switching activity, not on a simulated workload.
