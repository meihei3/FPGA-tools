===== flow/design.v =====
module vgac8 (vga_clk,clrn,d_in,row_addr,col_addr,rdn,r,g,b,hs,vs,blankn,syncn);    
    input     [23:0] d_in;      
    input            vga_clk;   
    input            clrn;
    output reg [8:0] row_addr;  
    output reg [9:0] col_addr;  
    output reg [7:0] r,g,b;     
    output reg       rdn;       
    output reg       hs,vs;     
    output           blankn = 1;  
    output           syncn = 0;   
    reg [9:0] h_count;
    always @ (posedge vga_clk or negedge clrn) begin
        if (!clrn) begin
            h_count <= 10'h0;
        end else if (h_count == 10'd799) begin
            h_count <= 10'h0;
        end else begin 
            h_count <= h_count + 10'h1;
        end
    end
    reg [9:0] v_count;
    always @ (posedge vga_clk or negedge clrn) begin
        if (!clrn) begin
            v_count <= 10'h0;
        end else if (h_count == 10'd799) begin
            if (v_count == 10'd524) begin
                v_count <= 10'h0;
            end else begin
                v_count <= v_count + 10'h1;
            end
        end
    end
    wire [9:0] row    =  v_count - 10'd35;      
    wire [9:0] col    =  h_count - 10'd143;     
    wire       h_sync = (h_count > 10'd95);     
    wire       v_sync = (v_count > 10'd1);      
    wire       read   = (h_count > 10'd142) &&  
                        (h_count < 10'd783) &&  
                        (v_count > 10'd34)  &&  
                        (v_count < 10'd515);    
    always @ (posedge vga_clk) begin            
        row_addr <=  row[8:0];                  
        col_addr <=  col;                       
        rdn      <= ~read;                      
        hs       <=  h_sync;                    
        vs       <=  v_sync;                    
        r        <=  rdn ? 8'h0 : d_in[23:16];  
        g        <=  rdn ? 8'h0 : d_in[15:08];  
        b        <=  rdn ? 8'h0 : d_in[07:00];  
    end
endmodule

===== flow/run.sh =====
#!/bin/bash
# OpenROAD 26Q1-2900-gdf79404cd8, Yosys 0.63+post, stock flow scripts
make -C /OpenROAD-flow-scripts/flow DESIGN_CONFIG=/design/flow/config.mk WORK_HOME=/design/flow/orfs finish

===== flow/config.mk =====
export PLATFORM = sky130hd
export DESIGN_NAME = vgac8
export DESIGN_NICKNAME = vgac8
export VERILOG_FILES = /design/flow/design.v
export SDC_FILE = /design/flow/constraint.sdc
export NUM_CORES = 4
export LEC_CHECK = 1
export CORE_UTILIZATION = 50

===== flow/constraint.sdc =====
current_design vgac8

set clk_period 3.4
set clk_io_pct 0.2

create_clock -name clk0 -period $clk_period [get_ports {vga_clk}]

set non_clock_inputs [all_inputs -no_clocks]
set_input_delay [expr $clk_period * $clk_io_pct] -clock clk0 $non_clock_inputs
set_output_delay [expr $clk_period * $clk_io_pct] -clock clk0 [all_outputs]

==> results_tabular.tex <==
% Yosys + OpenROAD metrics
\begin{tabular}{lr}
\hline
Metric & Value \\
\hline
\multicolumn{2}{l}{\textbf{Status}} \\
Outcome & finished, final reports clean \\
\multicolumn{2}{l}{\textbf{Power and ir drop}} \\
Switching share of power & 21.1\% \\
Internal portion of total power & 1.08 mW \\
Power density cells & 403 nW/um\^{}2 \\
Combinational Power Share & 2.7\% \\
Share of total power in sequential cells & 56.6\% \\
Maximum ir drop on the vdd rail & 0.000334 V \\
Leakage power total & 1.39 nW \\
Power share of the clock group & 40.8\% \\
Reported net switching power & 0.290 mW \\
\multicolumn{2}{l}{\textbf{CTS}} \\
H-tree depth & 3 \\
Sinks on the clock net & 66 \\
Hold buffers post-CTS & 0 \\
Clock buffer count from CTS & 9 \\
Post-CTS clock slew at the launch and capture registers of the worst setup and hold paths & 0.07 ns \\
Clk root buf & clkbuf\_8 \\
Worst-Skew Late Latency & 0.33 ns \\
Number of instances resized during post-cts repair & 0 \\
CTS max path bufs & 2 \\
CTS tree & yes \\
Number of setup buffers added after CTS & 0 \\
\multicolumn{2}{l}{\textbf{Detailed routing}} \\
DR iter-0 viols & 41 \\
Total iterations of the first detailed-routing run & 4 \\
Via/cell ratio & 4.83 \\
Average wire length per cell after detail routing & 12.4 um \\
Diode count & 0 \\
DRC errors left & 0 \\
Detail Route Antenna Nets & 0 \\
Final wirelength & 4580 um \\
Total via count in the routed design & 1777 \\
\multicolumn{2}{l}{\textbf{Min path}} \\
Instance count along the most critical hold path & 1 \\
Hold Path Sink & h\_count[0]\$\_DFF\_PN0\_ \\
Hold path start & h\_count[0]\$\_DFF\_PN0\_ \\
Tightest Hold Check Type & flop to flop \\
\multicolumn{2}{l}{\textbf{Synth}} \\
Yosys chip area & 2570 sq um \\
Distinct lib cells & 44 \\
Number of warnings reported in the yosys synthesis log & 1 \\
Gate count of the mapped netlist & 231 \\
Synth Register Bits & 66 \\
Top area cells in the synthesized netlist & dfxtp\_1 (36\%), dfrtp\_1 (19\%), nor2b\_1 (5.8\%) \\
Number of enable flip-flop cells & 0 \\
\# Cells Yosys & 231 \\
Predominant post-synthesis flop cell & dfxtp\_1 \\
Sequential area share after synthesis & 55.3\% \\
Synth area leader & dfxtp\_1 \\
Area fraction of the dominant cell type after synthesis & 35.8\% \\
Netlist area before placement & 2570 sq um \\
Share of flip-flops with an asynchronous set or reset & 30.3\% \\
Synth Area per Inst & 11.1 sq um \\
\multicolumn{2}{l}{\textbf{Critical path}} \\
Endpoint required time on the critical path & 2.72 ns \\
Crit. End Element & primary output \\
Critical path fanouts, max & 25 \\
Start point of the critical path & rdn\$\_DFF\_P\_ \\
Worst path bufs/invs & 2 \\
Critical register-to-register path startpoint & h\_count[1]\$\_DFF\_PN0\_ \\
Cells along the critical path & buf\_4, clkdlybuf4s50\_1 \\
Reg-to-reg critical path endpoint & v\_count[4]\$\_DFFE\_PN0N\_ \\
Crit Path Class & flop to primary output \\
Slowest cell delay on critical path & 0.50 ns \\
R2R Setup Slk & 1.59 ns \\
Cell type group with the largest total delay on the critical path & buffers and inverters \\
Master of the slowest instance on the critical path & clkdlybuf4s50\_1 \\
Startpoint class of the critical path & flop \\
Arrival time at the worst endpoint & 1.39 ns \\
Number of cells traversed by the worst register-to-register path & 5 \\
\multicolumn{2}{l}{\textbf{Global routing}} \\
GRT Resource Usage Total & 17.9\% \\
Grt ovf & 0 \\
Largest net degree at the start of global routing & 26 \\
Vias in the first global route & 1565 \\
Antenna violations before repair & 0 \\
First-pass GRT wire length & 7270 um \\
\multicolumn{2}{l}{\textbf{Cells and area}} \\
Layout overhead on the synthesized area & 32.3\% \\
Layout cell share with drive strength beyond 1 & 9.30\% \\
Core Util, Final & 70.2\% \\
\multicolumn{2}{l}{\textbf{STA}} \\
Hold WS & 0.513 ns \\
Setup Viol. Count Final & 0 \\
Final TNS setup & 0 ns \\
Highest Clock Rate & 483 MHz \\
Share of the cycle needed by the critical path after routing & 60.9\% \\
Unrepaired setup endpoints after global routing & no \\
Final clock skew & 0.00759 ns \\
Min Tclk post-route & 2.07 ns \\
Count of endpoints failing hold in the final timing report & 0 \\
Final Max Slew Viols & 0 \\
\multicolumn{2}{l}{\textbf{Place}} \\
Number of buffers inserted by port buffering & 71 \\
Gpl congestion & 0.778 \\
HPWL after detailed placement & 3040 um \\
\multicolumn{2}{l}{\textbf{Floorplan}} \\
Area of the core region & 4850 sq um \\
Count of pins on the block boundary & 74 \\
Chip Footprint & 5440 sq um \\
FP Core Util & 53.1\% \\
Row count & 25 \\
Width of the chip & 73.7 um \\
Chip height & 73.7 um \\
\multicolumn{2}{l}{\textbf{Flow run}} \\
OpenROAD warning count & 31 \\
Max cap viols & 0 \\
\hline
\end{tabular}
## flip-flops by register name, indices dropped and copies added (netlist names)
register	cells
col_addr	10
h_count	10
v_count	10
row_addr	9
b	8
g	8
r	8
hs	1
rdn	1
vs	1
## how the worst max path moves through the flow
| stage | end | depth (start not counted) |
|---|---|---|
| final | rdn | 2 |
| after CTS | rdn | 2 |
| after global routing | rdn | 2 |
## placed cells by master (no fill, tap or decap), types with 2 or more instances in the layout
master,n
conb_1,2
inv_1,6
dfxtp_1,46
a21oi_1,6
nand2_1,13
buf_4,2
xor2_1,12
nand2b_1,2
o21a_1,2
clkbuf_8,10
ha_1,7
dfrtp_1,20
nor3_1,4
nor2b_1,24
nand3_1,8
nor2_1,13
mux2_4,2
clkinv_2,5
and3_1,2
xnor2_1,10
o211ai_1,2
mux2i_1,2
clkdlybuf4s50_1,71
nand4_1,9
and4_4,2
## power by group through the flow
stage / sequential, mW / clock (mW) / combinational [mW]
6_report: 0.776 / 0.560 / 0.0365
5_1_grt: 0.776 / 0.614 / 0.0396
4_1_cts: 0.776 / 0.574 / 0.0371
## cells by family (layout without fill, tap and decap cells)
kind of cell    Yosys count  in the layout  synth area share [%]
other cells               2              2                 0.292
xor+xnor                 22             22                  7.49
flops                    66             66                  55.3
buf+inv                  25             95                  6.61
mux                       4              4                  1.95
fa+ha+maj                 7              7                  3.40
compound gates           18             18                  4.91
simple gates             87             87                  20.1
## metal layers
| metal | GRT usage [%] | part of all wire [%] | vias up |
|---|---|---|---|
| met2 | 25.4 | 40 | 71 |
| li1 | - | - | 893 |
| met5 | 0 | 0 | - |
| met1 | 29.5 | 50 | 806 |
| met4 | 3.85 | 1.6 | 0 |
| met3 | 4.02 | 8.7 | 7 |
## worst reg2reg max path, delay by kind of cell (launching register included)
kind | cells | cell delay, ns
muxes | 1 | 0.32
adders and majority gates | 1 | 0.25
DFF | 1 | 0.40
and+or+nand+nor | 3 | 0.73
## synth_stat cells (4+ instances only)
library cell  count
buf_4             6
nor3_1            4
nand2_1          13
nand4_1           9
buf_6             5
xor2_1           12
dfxtp_1          46
nand3_1           8
dfrtp_1          20
xnor2_1          10
inv_1             6
nor2_1           13
a21oi_1           6
nor2b_1          24
buf_2             5
ha_1              7
## stage by stage
stage | setup slack (ns) | power, mW | instance area, sq um | cells
6_report | 1.33 | 1.37 | 3400 | 368
3_5_place_dp | 1.61 | 0.830 | 3230 | 352
4_1_cts | 1.30 | 1.39 | 3400 | 368
5_1_grt | 1.23 | 1.43 | 3400 | 368
3_3_place_gp | 1.64 | 0.830 | 3230 | 352
2_1_floorplan | 1.79 | 0.799 | 2570 | 231
## layout make-up
class,instances,area [sq um]
Multi-Input combinational cell,140,981
Fill cell,366,1440
Timing Repair Buffer,73,726
Inverter,6,22.5
Clock inverter,6,32.5
Sequential cell,66,1420
Tap cell,67,83.8
Clock buffer,10,138
Power figures rest on the tool's default switching activity, not on a simulated workload.
